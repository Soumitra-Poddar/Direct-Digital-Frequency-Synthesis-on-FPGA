File: design/flow/design.v
`timescale 1ns / 1ps
module PWM_Module(
    input  clk,
    input  resetn,
    input  signed [15:0] Sine_out,
    input  signed [16:0] Tri_out,
    output reg PWM_1,
    output reg PWM_2,
    output reg signed [3:0] PWM_3,
    output reg signed [3:0] PWM_4
);
    localparam DEADTIME_CYCLES = 5;
    localparam DT_WIDTH = 4;
    reg [DT_WIDTH-1:0] dt_cnt_1 = 0;
    reg [DT_WIDTH-1:0] dt_cnt_2 = 0;
    reg [DT_WIDTH-1:0] dt_cnt_3 = 0;
    reg [DT_WIDTH-1:0] dt_cnt_4 = 0;
    reg last_cmp = 0;
    reg last_sign = 0;
    reg signed [3:0] last_PWM_4_actual = 0;
    wire signed [16:0] Sine_out_ext = {{1{Sine_out[15]}}, Sine_out};
    wire cmp = (Sine_out_ext >= Tri_out);
    wire sine_sign = Sine_out[15];
    wire cmp_edge = (cmp != last_cmp);
    wire sign_edge = (sine_sign != last_sign);
    wire desired_PWM_1 = cmp;
    wire desired_PWM_2 = ~cmp;
    wire signed [3:0] desired_PWM_3 = cmp ? (sine_sign ? -4'sd5 : 4'sd5) : 4'sd0;
    wire signed [3:0] desired_PWM_4 = cmp ? 4'sd5 : -4'sd5;
    wire pwm4_transition = (desired_PWM_4 != last_PWM_4_actual);
    wire dt_active_1 = (dt_cnt_1 != 0);
    wire dt_active_2 = (dt_cnt_2 != 0);
    wire dt_active_3 = (dt_cnt_3 != 0);
    wire dt_active_4 = (dt_cnt_4 != 0);
    always @(posedge clk or negedge resetn) begin
        if (!resetn) begin
            PWM_1 <= 1'b0;
            PWM_2 <= 1'b0;
            PWM_3 <= 4'sd0;
            PWM_4 <= 4'sd0;
            dt_cnt_1 <= 0;
            dt_cnt_2 <= 0;
            dt_cnt_3 <= 0;
            dt_cnt_4 <= 0;
            last_cmp <= 1'b0;
            last_sign <= 1'b0;
            last_PWM_4_actual <= 4'sd0;
        end else begin
            if (cmp_edge) begin
                dt_cnt_1 <= DEADTIME_CYCLES;
                PWM_1 <= 1'b0;
            end else if (dt_active_1) begin
                dt_cnt_1 <= dt_cnt_1 - 1;
                PWM_1 <= 1'b0;
            end else begin
                PWM_1 <= desired_PWM_1;
            end
            if (cmp_edge) begin
                dt_cnt_2 <= DEADTIME_CYCLES;
                PWM_2 <= 1'b0;
            end else if (dt_active_2) begin
                dt_cnt_2 <= dt_cnt_2 - 1;
                PWM_2 <= 1'b0;
            end else begin
                PWM_2 <= desired_PWM_2;
            end
            if (sign_edge) begin
                dt_cnt_3 <= DEADTIME_CYCLES;
                PWM_3 <= 4'sd0;
            end else if (dt_active_3) begin
                dt_cnt_3 <= dt_cnt_3 - 1;
                PWM_3 <= 4'sd0;
            end else begin
                PWM_3 <= desired_PWM_3;
            end
            if (pwm4_transition && !dt_active_4) begin
                dt_cnt_4 <= DEADTIME_CYCLES;
                PWM_4 <= 4'sd0;
            end else if (dt_active_4) begin
                dt_cnt_4 <= dt_cnt_4 - 1;
                PWM_4 <= 4'sd0;
            end else begin
                PWM_4 <= desired_PWM_4;
            end
            last_cmp <= cmp;
            last_sign <= sine_sign;
            if (!dt_active_4)
                last_PWM_4_actual <= desired_PWM_4;
        end
    end
endmodule
File: design/flow/run.sh
#!/bin/bash
# OpenROAD 26Q1-2900-gdf79404cd8, Yosys 0.63+post, stock flow scripts
make -C /OpenROAD-flow-scripts/flow DESIGN_CONFIG=/design/flow/config.mk WORK_HOME=/design/flow/orfs finish
File: design/flow/config.mk
export PLATFORM = sky130hd
export DESIGN_NAME = PWM_Module
export DESIGN_NICKNAME = PWM_Module
export VERILOG_FILES = /design/flow/design.v
export SDC_FILE = /design/flow/constraint.sdc
export NUM_CORES = 4
export LEC_CHECK = 1
export CORE_AREA = 10 10 113 113
export DIE_AREA = 0 0 123 123
File: design/flow/constraint.sdc
current_design PWM_Module

set clk_period 3.7
set clk_io_pct 0.2

create_clock -name clk0 -period $clk_period [get_ports {clk}]

set non_clock_inputs [all_inputs -no_clocks]
set_input_delay [expr $clk_period * $clk_io_pct] -clock clk0 $non_clock_inputs
set_output_delay [expr $clk_period * $clk_io_pct] -clock clk0 [all_outputs]
==> report_table.html <==
<h3>Flow metrics</h3>
<table>
<tr><th>Metric</th><th>Value</th></tr>
<tr><th colspan="2">Worst setup path</th></tr>
<tr><td>Worst setup EP type</td><td>flop</td></tr>
<tr><td>Critical Path Start Type</td><td>input port</td></tr>
<tr><td>Capture point of the worst reg-to-reg path</td><td>dt_cnt_4[2]</td></tr>
<tr><td>Reg-to-Reg Start</td><td>dt_cnt_4[0]</td></tr>
<tr><td>Crit path required time</td><td>3860 ps</td></tr>
<tr><td>Type of the setup path with the least slack</td><td>input port to flop</td></tr>
<tr><td>Worst EP arrival</td><td>2740 ps</td></tr>
<tr><td>Critical path fanouts, max</td><td>9</td></tr>
<tr><td>Number of cells on the worst reg-to-reg path</td><td>6</td></tr>
<tr><td>Slack of the worst reg-to-reg path</td><td>1930 ps</td></tr>
<tr><th colspan="2">Synthesis</th></tr>
<tr><td>Flops out of synthesis</td><td>29</td></tr>
<tr><td>Number of warnings issued by yosys</td><td>1</td></tr>
<tr><td>Number of enable-type register cells in the synthesized netlist</td><td>0</td></tr>
<tr><td>Most used standard cells in the synthesized netlist</td><td>sky130_fd_sc_hd__dfrtp_1 (29), sky130_fd_sc_hd__inv_1 (28), sky130_fd_sc_hd__ha_1 (25)</td></tr>
<tr><td>Yosys chip area</td><td>0.001833 mm2</td></tr>
<tr><td>Async SR Flop Fraction</td><td>100.0%</td></tr>
<tr><td>Area share of the largest cell type after synthesis</td><td>39.59%</td></tr>
<tr><td>Most instantiated library cell after synthesis</td><td>sky130_fd_sc_hd__dfrtp_1</td></tr>
<tr><td>Part of the Yosys area used for sequential elements</td><td>39.59%</td></tr>
<tr><td>Number of cell instances after yosys synthesis</td><td>188</td></tr>
<tr><td>Mean cell area of the mapped netlist</td><td>9.750 um2</td></tr>
<tr><td>Most used flip-flop cell</td><td>sky130_fd_sc_hd__dfrtp_1</td></tr>
<tr><td>Leading area contributor after synthesis</td><td>sky130_fd_sc_hd__dfrtp_1</td></tr>
<tr><td>Post-synthesis instance area</td><td>0.001833 mm2</td></tr>
<tr><td>Biggest area cells</td><td>sky130_fd_sc_hd__dfrtp_1 (40%), sky130_fd_sc_hd__ha_1 (17%), sky130_fd_sc_hd__inv_1 (5.7%)</td></tr>
<tr><td>Cell Type Count</td><td>41</td></tr>
<tr><td>Post-synthesis cell count</td><td>188</td></tr>
<tr><th colspan="2">Floorplan</th></tr>
<tr><td>Total die area</td><td>0.01513 mm2</td></tr>
<tr><td>Width of the die</td><td>123 um</td></tr>
<tr><td>Core ar.</td><td>0.01032 mm2</td></tr>
<tr><td>Overall die height</td><td>123 um</td></tr>
<tr><td>Count of standard-cell rows</td><td>37</td></tr>
<tr><td>Initial Util</td><td>17.76%</td></tr>
<tr><td>Number of top-level pins</td><td>45</td></tr>
<tr><th colspan="2">STA</th></tr>
<tr><td>Hold Fails Final Rpt</td><td>0</td></tr>
<tr><td>RSZ-0062 raised after global routing</td><td>false</td></tr>
<tr><td>Worst slew pin tran</td><td>375.6 ps</td></tr>
<tr><td>Setup tns final</td><td>0 ps</td></tr>
<tr><td>Max-slew headroom at the worst pin</td><td>74.96%</td></tr>
<tr><td>Hold WS</td><td>495.1 ps</td></tr>
<tr><td>Max Clk Rate</td><td>387.7 MHz</td></tr>
<tr><td>Smallest setup slack after layout</td><td>1121 ps</td></tr>
<tr><td>Number of setup violations in the final report</td><td>0</td></tr>
<tr><td>Post-route fraction of the period consumed by the critical path</td><td>69.71%</td></tr>
<tr><td>Maximum clock skew at final layout</td><td>8.390 ps</td></tr>
<tr><td>Max Slew Vio Count</td><td>0</td></tr>
<tr><td>Fin crit period</td><td>2579 ps</td></tr>
<tr><th colspan="2">GRT</th></tr>
<tr><td>Total global routing overflow</td><td>0</td></tr>
<tr><td>Maximum number of pins on one net before global-route repair</td><td>30</td></tr>
<tr><td>Initial antenna violation count</td><td>0</td></tr>
<tr><td>Via count of the first global-routing pass</td><td>1471</td></tr>
<tr><td>Global-route wire length before repair</td><td>6748 um</td></tr>
<tr><td>Overall routing resource usage</td><td>5.504%</td></tr>
<tr><th colspan="2">Outcome</th></tr>
<tr><td>Run status</td><td>finished clean</td></tr>
<tr><th colspan="2">Hold path</th></tr>
<tr><td>Worst Hold Path Cells</td><td>1</td></tr>
<tr><td>Hold Crit Class</td><td>flop to flop</td></tr>
<tr><td>Origin of the worst min-delay path</td><td>last_PWM_4_actual[0]</td></tr>
<tr><td>Worst Hold Path EP</td><td>last_PWM_4_actual[0]</td></tr>
<tr><th colspan="2">Detailed routing</th></tr>
<tr><td>Routed wirelength normalized by instance count</td><td>10.39 um</td></tr>
<tr><td>Post-detailed-route count of antenna-violating nets</td><td>0</td></tr>
<tr><td>Drt via density</td><td>3.856</td></tr>
<tr><td>Vias</td><td>1446</td></tr>
<tr><td>Post-Route WL</td><td>3896 um</td></tr>
<tr><td>Ant. Diodes</td><td>0</td></tr>
<tr><td>Iteration-0 DRC Markers</td><td>79</td></tr>
<tr><td>First drt pass iteration count</td><td>4</td></tr>
<tr><td>DRC viols</td><td>0</td></tr>
<tr><th colspan="2">Pwr</th></tr>
<tr><td>Worst VDD drop</td><td>0.0001326 V</td></tr>
<tr><td>Power Density</td><td>476.7 mW/mm2</td></tr>
<tr><td>Leak pwr</td><td>1.142 nW</td></tr>
<tr><th colspan="2">CTS</th></tr>
<tr><td>Insertion delay to the later sink of the worst-skew pair</td><td>280 ps</td></tr>
<tr><td>CTS Hold Buffers Added</td><td>0</td></tr>
<tr><td>Buffers from clock root to sink, at most</td><td>2</td></tr>
<tr><td>Clock edge transition at the registers on the reported setup and hold paths</td><td>60 ps</td></tr>
<tr><td>Total CTS buffers</td><td>5</td></tr>
<tr><td>Clock net sink count</td><td>29</td></tr>
<tr><td>CTS tree</td><td>yes</td></tr>
<tr><td>Total of cells resized after clock tree synthesis</td><td>0</td></tr>
<tr><td>Number of post-CTS setup repair buffers</td><td>0</td></tr>
<tr><td>Number of H-tree levels</td><td>2</td></tr>
<tr><td>Clock Root Buffer</td><td>sky130_fd_sc_hd__clkbuf_8</td></tr>
<tr><th colspan="2">Job</th></tr>
<tr><td>Stage-log warning count</td><td>29</td></tr>
<tr><td>Number of maximum-capacitance violations</td><td>0</td></tr>
<tr><th colspan="2">Layout</th></tr>
<tr><td>Share of final-layout standard cells stronger than drive strength 1</td><td>8.787%</td></tr>
<tr><td>Area growth from synthesis to final layout</td><td>38.43%</td></tr>
<tr><td>Combinational cell area excluding buffers and inverters</td><td>983.4 um2</td></tr>
<tr><td>Layout fillers</td><td>1079</td></tr>
<tr><td>Total area of sequential cells</td><td>725.7 um2</td></tr>
<tr><th colspan="2">Placement</th></tr>
<tr><td>Final RePlAce weighted congestion</td><td>0.8001</td></tr>
<tr><td>Pre-CTS setup slack</td><td>833.7 ps</td></tr>
<tr><td>I/O Buffers</td><td>44</td></tr>
<tr><td>Final HPWL from detailed placement</td><td>3239 um</td></tr>
</table>
==> power by group <==
part | total (mW) | internal [mW] | switching (mW)
registers | 0.482 | 0.412 | 0.0701
clock network | 0.284 | 0.168 | 0.116
logic | 0.444 | 0.228 | 0.216
==> layer usage <==
layer	GRT usage (%)	wire length, um	share of wire [%]	vias to the layer above
met5	0	0	0	-
met4	0.9461	70	1.8	0
met3	1.943	311	8.0	7
met2	9.404	1891	49	25
met1	6.649	1623	42	666
li1	-	-	-	748
==> worst max-delay path by stage <==
stage	end	from	cells past startpoint	slack [ps]
CTS	dt_cnt_4[1]	Sine_out[15]	7	1120
global route	dt_cnt_2[0]	Sine_out[15]	7	940
finish	dt_cnt_4[1]	Sine_out[15]	7	1120
==> registers in the layout (all words and copies together), names as in the netlist, 3 cells and up <==
register           flops
last_PWM_4_actual      3
PWM_3                  3
dt_cnt_2               4
PWM_4                  3
dt_cnt_1               4
dt_cnt_4               4
dt_cnt_3               4
==> final cells by class <==
class,count,area share (%)
Timing Repair Buffer,45,17.65
Clock inverter,1,0.1972
Inverter,29,4.290
Clock buffer,7,3.797
Tap cell,136,6.706
Multi-Input combinational cell,128,38.76
Sequential cell,29,28.60
==> cell families after synthesis <==
kind of cell | after synthesis | share of synthesized area [%]
flops | 29 | 39.59
simple gates | 53 | 17.54
mux | 1 | 0.6143
compound gates | 41 | 14.61
fa+ha+maj | 25 | 17.06
xor+xnor | 8 | 3.823
buf+inv | 31 | 6.757
==> critical path, stage by stage <==
cell,delay [ps]
sky130_fd_sc_hd__clkdlybuf4s50_1,550
sky130_fd_sc_hd__ha_1,380
sky130_fd_sc_hd__nand3_1,130
sky130_fd_sc_hd__nand2b_1,200
sky130_fd_sc_hd__a41oi_2,280
sky130_fd_sc_hd__nor2_4,130
sky130_fd_sc_hd__a311o_1,320
==> metrics by stage <==
step | power [mW] | instances | utilization (%) | area (um2)
5_1_grt | 1.334 | 375 | 24.58 | 2537
3_3_place_gp | 0.9245 | 367 | 23.60 | 2436
2_1_floorplan | 0.8019 | 188 | - | 1833
4_1_cts | 1.226 | 375 | 24.58 | 2537
6_report | 1.210 | 375 | 24.58 | 2537
3_5_place_dp | 0.9342 | 367 | 23.60 | 2436
==> layout by cell type (no fill, tap or decap), types with 2 or more instances in the layout <==
master | synthesis | routed
sky130_fd_sc_hd__ha_1 | 25 | 25
sky130_fd_sc_hd__nand2_1 | 6 | 6
sky130_fd_sc_hd__a21oi_1 | 17 | 17
sky130_fd_sc_hd__or2_1 | 2 | 2
sky130_fd_sc_hd__xnor2_1 | 6 | 6
sky130_fd_sc_hd__nor2_1 | 9 | 9
sky130_fd_sc_hd__dfrtp_1 | 29 | 29
sky130_fd_sc_hd__a211oi_1 | 2 | 2
sky130_fd_sc_hd__o21ai_1 | 3 | 3
sky130_fd_sc_hd__inv_1 | 28 | 28
sky130_fd_sc_hd__or3_1 | 3 | 3
sky130_fd_sc_hd__and3_1 | 2 | 2
sky130_fd_sc_hd__o21ai_0 | 6 | 6
sky130_fd_sc_hd__nand3_1 | 4 | 4
sky130_fd_sc_hd__nor2b_1 | 5 | 5
sky130_fd_sc_hd__xor2_1 | 2 | 2
sky130_fd_sc_hd__clkbuf_8 | 0 | 7
sky130_fd_sc_hd__nor3_1 | 11 | 11
sky130_fd_sc_hd__clkdlybuf4s50_1 | 0 | 44
sky130_fd_sc_hd__a21o_1 | 4 | 4
No activity file was given, so power comes from the tool's default toggle rates.
