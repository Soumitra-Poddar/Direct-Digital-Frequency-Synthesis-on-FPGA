[design/flow/run.sh]
#!/bin/bash
# OpenROAD 26Q1-2900-gdf79404cd8, Yosys 0.63+post, stock flow scripts
make -C /OpenROAD-flow-scripts/flow DESIGN_CONFIG=/design/flow/config.mk WORK_HOME=/design/flow/orfs finish
[design/flow/config.mk]
export PLATFORM = sky130hd
export DESIGN_NAME = TriangularWave_Module
export DESIGN_NICKNAME = TriangularWave_Module
export VERILOG_FILES = /design/flow/design.v
export SDC_FILE = /design/flow/constraint.sdc
export NUM_CORES = 4
export LEC_CHECK = 1
export CORE_AREA = 10 10 112 112
export DIE_AREA = 0 0 122 122
[design/flow/design.v]
`timescale 1ns / 1ps
module TriangularWave_Module (
    input  clk,
    input  resetn,
    output signed [16:0] Tri_out
    );
    reg  [23:0] Accm;
    reg  [23:0] FCW;
    reg  signed [16:0] Tri_reg;
    wire [16:0] ramp_val;
    wire direction;
    assign Tri_out = Tri_reg;
    assign direction = Accm[23];
    assign ramp_val = Accm[22:6];
    always @(posedge clk or negedge resetn) begin
        if (!resetn) begin
            Accm    <= 24'd0;
            FCW     <= 24'd100664;
            Tri_reg <= 17'sd0;
        end else begin
            Accm <= Accm + FCW;
            if (direction == 1'b0) begin
                Tri_reg <= $signed(ramp_val) - 17'sd65536;
            end else begin
                Tri_reg <= 17'sd65535 - $signed(ramp_val);
            end
        end
    end
endmodule
[design/flow/constraint.sdc]
current_design TriangularWave_Module

set clk_period 2.6
set clk_io_pct 0.2

create_clock -name clk0 -period $clk_period [get_ports {clk}]

set non_clock_inputs [all_inputs -no_clocks]
set_input_delay [expr $clk_period * $clk_io_pct] -clock clk0 $non_clock_inputs
set_output_delay [expr $clk_period * $clk_io_pct] -clock clk0 [all_outputs]
==> report_table.html <==
<p>Metrics extracted from the flow reports.</p>
<table>
<tr><th>Metric</th><th>Value</th></tr>
<tr><th colspan="2">Outcome</th></tr>
<tr><td>Status</td><td>finished, final reports clean</td></tr>
<tr><th colspan="2">Cells and area</th></tr>
<tr><td>Comb area</td><td>approximately 600 um^2</td></tr>
<tr><td>Sequential cell area</td><td>approximately 950 um^2</td></tr>
<tr><td>Layout cell share with drive strength beyond 1</td><td>11.6%</td></tr>
<tr><td>Layout Cells excl Fill</td><td>between 200 and 300</td></tr>
<tr><td>Design area</td><td>about 2100 um^2</td></tr>
<tr><td>Filler cell count in the final layout</td><td>~1100</td></tr>
<tr><td>Layout Utilization</td><td>about a fifth</td></tr>
<tr><td>Area Overhead vs Synth</td><td>29.1%</td></tr>
<tr><td>Max reg flops</td><td>21</td></tr>
<tr><th colspan="2">Yosys</th></tr>
<tr><td>Area of the mapped netlist</td><td>1610 um^2</td></tr>
<tr><td>Proportion of synthesized flip-flops having asynchronous set or reset</td><td>roughly 100%</td></tr>
<tr><td>Top cells by area</td><td>sky130_fd_sc_hd__dfrtp_1 59%, sky130_fd_sc_hd__xor2_1 11%, sky130_fd_sc_hd__xnor2_1 5.4%</td></tr>
<tr><td>Post-synthesis cell count from yosys</td><td>about 130</td></tr>
<tr><td>Post-Syn Instances</td><td>134</td></tr>
<tr><td>Cell with the most instances after synthesis</td><td>sky130_fd_sc_hd__dfrtp_1</td></tr>
<tr><td>Synth top area share</td><td>between 50% and 60%</td></tr>
<tr><td>Area reported by Yosys stat</td><td>around 1600 um^2</td></tr>
<tr><td>Largest area contributor in the synthesized netlist</td><td>sky130_fd_sc_hd__dfrtp_1</td></tr>
<tr><td>Number of enable-type register cells in the synthesized netlist</td><td>0</td></tr>
<tr><td>Post-synth top cells</td><td>38 x sky130_fd_sc_hd__dfrtp_1, 20 x sky130_fd_sc_hd__xor2_1, 10 x sky130_fd_sc_hd__nand2_1, 10 x sky130_fd_sc_hd__xnor2_1, 6 x sky130_fd_sc_hd__o21ai_0</td></tr>
<tr><td>Primary FF master, synth</td><td>sky130_fd_sc_hd__dfrtp_1</td></tr>
<tr><td>Avg Inst Size Synth</td><td>12.0 um^2</td></tr>
<tr><td>Post-synth seq share</td><td>about three fifths</td></tr>
<tr><td>Number of distinct library cells after synthesis</td><td>33</td></tr>
<tr><td>Count of warnings emitted by yosys</td><td>1</td></tr>
<tr><td>Count of state elements after synthesis</td><td>38</td></tr>
<tr><th colspan="2">Placement</th></tr>
<tr><td>Cell total after placement</td><td>approximately 280</td></tr>
<tr><td>Worst-case setup slack after placement</td><td>about 1 ns</td></tr>
<tr><td>Detail Placement HPWL</td><td>about 2100 um</td></tr>
<tr><td>Routability congestion estimate</td><td>between 0.8 and 0.9</td></tr>
<tr><td>Placed inst area</td><td>just under 2000 um^2</td></tr>
<tr><td>Count of port buffers added during placement</td><td>18</td></tr>
<tr><th colspan="2">STA</th></tr>
<tr><td>Worst clock skew</td><td>between 0.007 and 0.008 ns</td></tr>
<tr><td>Highest Clock Rate</td><td>approximately 620 MHz</td></tr>
<tr><td>Final worst setup slack</td><td>about 1 ns</td></tr>
<tr><td>Final Max Tran Viols</td><td>0</td></tr>
<tr><td>Post-layout period usage</td><td>between 60% and 70%</td></tr>
<tr><td>Final setup violation count</td><td>0</td></tr>
<tr><td>Shortest clock period the worst path allows after layout</td><td>1.62 ns</td></tr>
<tr><td>Hold violation count in the final report</td><td>0</td></tr>
<tr><td>Setup repair after global routing missed its margin</td><td>false</td></tr>
<tr><td>Slew of the pin with the lowest slew margin</td><td>roughly 0.63 ns</td></tr>
<tr><td>Hold slack</td><td>around 0.24 ns</td></tr>
<tr><td>Post-route setup TNS</td><td>0 ns</td></tr>
<tr><td>Max_slew headroom</td><td>around three fifths</td></tr>
<tr><th colspan="2">Detailed routing</th></tr>
<tr><td>Detailed Route WL</td><td>2920 um</td></tr>
<tr><td>Number of diodes</td><td>0</td></tr>
<tr><td>Vias per Instance</td><td>approximately 3.5</td></tr>
<tr><td>ANT nets after route</td><td>0</td></tr>
<tr><td>Initial DRC Count</td><td>29</td></tr>
<tr><td>Routed wire length per instance</td><td>about 10 um</td></tr>
<tr><td>Vias post-DR</td><td>1019</td></tr>
<tr><td>Number of iterations in the first detailed-routing pass</td><td>4</td></tr>
<tr><td>DR DRC count</td><td>0</td></tr>
<tr><th colspan="2">Flow run</th></tr>
<tr><td>Number of max-capacitance violations reported</td><td>0</td></tr>
<tr><td>Number of OpenROAD warnings</td><td>25</td></tr>
<tr><th colspan="2">CTS</th></tr>
<tr><td>Number of cells upsized or downsized after cts</td><td>0</td></tr>
<tr><td>Clk Latency, worst-skew pair</td><td>0.28 ns</td></tr>
<tr><td>Number of hold-repair buffers added at the cts stage</td><td>0</td></tr>
<tr><td>Clock buffers created by TritonCTS</td><td>5</td></tr>
<tr><td>Root Buffer Master</td><td>sky130_fd_sc_hd__clkbuf_8</td></tr>
<tr><td>Clock-pin transition on the worst setup and hold timing paths</td><td>0.08 ns</td></tr>
<tr><td>Setup fix buffers added after clock tree synthesis</td><td>0</td></tr>
<tr><td>Maximum clock insertion buffer count</td><td>2</td></tr>
<tr><td>Number of sinks handled by clock tree synthesis</td><td>38</td></tr>
<tr><td>Total number of H-tree levels</td><td>2</td></tr>
<tr><td>TritonCTS clock tree</td><td>built</td></tr>
<tr><th colspan="2">Global routing</th></tr>
<tr><td>Met2 Resource Use GR</td><td>6.63%</td></tr>
<tr><td>GR peak layer</td><td>met2</td></tr>
<tr><td>Remaining global-route overflow</td><td>0</td></tr>
<tr><td>Antenna violations before repair</td><td>0</td></tr>
<tr><td>Total global routing track utilization</td><td>roughly 4.2%</td></tr>
<tr><td>Pin count of the biggest net entering global routing</td><td>31</td></tr>
<tr><td>Global routing usage on met3</td><td>roughly 1.8%</td></tr>
<tr><td>Number of global-route vias before repair</td><td>1080</td></tr>
<tr><td>GR Util met1</td><td>between 5 and 6%</td></tr>
<tr><td>Global-route wire length before repair</td><td>roughly 5200 um</td></tr>
<tr><th colspan="2">Power</th></tr>
<tr><td>Pwr Total</td><td>between 1 and 1.5 mW</td></tr>
<tr><td>Worst ir drop on vdd</td><td>approximately 0.00023 V</td></tr>
<tr><td>Leakage Power</td><td>~0.83 nW</td></tr>
<tr><td>Power density over cell area</td><td>a little under 600 nW/um^2</td></tr>
<tr><th colspan="2">Floorplan</th></tr>
<tr><td>Die width</td><td>approximately 120 um</td></tr>
<tr><td>Die area</td><td>roughly 15000 um^2</td></tr>
<tr><td>Cell row count</td><td>37</td></tr>
<tr><td>Init Core Util</td><td>between 10% and 20%</td></tr>
<tr><td>Die span in y</td><td>between 100 and 150 um</td></tr>
<tr><td>CORE AREA</td><td>between 10000 and 15000 um^2</td></tr>
<tr><td>Ports placed on the boundary</td><td>19</td></tr>
<tr><th colspan="2">Setup path</th></tr>
<tr><td>Category of the worst setup path launch point</td><td>flip-flop</td></tr>
<tr><td>CP Max Fanout</td><td>4</td></tr>
<tr><td>Critical path start-end classification</td><td>reg2reg</td></tr>
<tr><td>Critical Path Sink Type</td><td>flip-flop</td></tr>
<tr><td>CP cell instances</td><td>inv_1 &gt; ha_1 &gt; nand2b_1 &gt; a31oi_1 &gt; o21a_1 &gt; o221ai_1</td></tr>
<tr><td>CP Data Required Time</td><td>2.75 ns</td></tr>
<tr><td>Data arrival time of the critical path</td><td>1.78 ns</td></tr>
<tr><td>Cell with the largest stage delay on the worst path</td><td>sky130_fd_sc_hd__dfrtp_1</td></tr>
<tr><td>Delay of the slowest critical-path stage</td><td>0.39 ns</td></tr>
<tr><th colspan="2">Worst hold path</th></tr>
<tr><td>Worst hold path class</td><td>in2async</td></tr>
</table>
logic make-up (layout without fill, tap and decap cells):
group                    Yosys count  count (layout)  share of synthesized area, %
flip-flops                        38              38                          59.1
AND/OR/NAND/NOR                   32              32                          10.2
AND-OR/OR-AND                     21              21                          10.3
adder cells (fa/ha/maj)            1               1                         0.777
XOR/XNOR                          30              30                          16.3
buffers and inverters             12              33                          3.34
critical path, delay by kind of cell, from the launching register on:
| kind | cells | cell delay, ns |
|---|---|---|
| simple gates | 1 | 0.09 |
| fa+ha+maj | 1 | 0.19 |
| flops | 1 | 0.39 |
| buf+inv | 1 | 0.08 |
| compound gates | 3 | 0.74 |
cell usage in the layout (no fill, tap or decap):
cell / count
sky130_fd_sc_hd__dfrtp_1: 38
sky130_fd_sc_hd__bufinv_16: 2
sky130_fd_sc_hd__nand2_1: 10
sky130_fd_sc_hd__o221ai_1: 3
sky130_fd_sc_hd__inv_1: 5
sky130_fd_sc_hd__and4_1: 1
sky130_fd_sc_hd__and3_1: 1
sky130_fd_sc_hd__clkdlybuf4s50_1: 17
sky130_fd_sc_hd__o21ai_0: 6
sky130_fd_sc_hd__and2_1: 1
sky130_fd_sc_hd__nor2_1: 5
sky130_fd_sc_hd__nand2_2: 1
sky130_fd_sc_hd__a21oi_1: 1
sky130_fd_sc_hd__nor2b_1: 1
sky130_fd_sc_hd__o21a_1: 2
sky130_fd_sc_hd__a32o_1: 2
sky130_fd_sc_hd__a311oi_1: 1
sky130_fd_sc_hd__nor2_2: 1
sky130_fd_sc_hd__ha_1: 1
sky130_fd_sc_hd__a31o_2: 1
sky130_fd_sc_hd__nand4_1: 1
sky130_fd_sc_hd__nor3_2: 1
sky130_fd_sc_hd__o41a_1: 1
sky130_fd_sc_hd__xnor2_1: 10
sky130_fd_sc_hd__buf_4: 2
sky130_fd_sc_hd__xor2_1: 20
sky130_fd_sc_hd__buf_2: 1
sky130_fd_sc_hd__or3_1: 1
sky130_fd_sc_hd__clkbuf_8: 6
sky130_fd_sc_hd__o31ai_4: 1
sky130_fd_sc_hd__nand2b_1: 2
sky130_fd_sc_hd__or2_2: 2
sky130_fd_sc_hd__a31oi_1: 3
sky130_fd_sc_hd__nand3_1: 4
cell type report:
type,instances,share of cell area (%)
Sequential cell,38,45.8
Clock buffer,6,3.98
Clock inverter,2,2.89
Timing Repair Buffer,20,9.16
Inverter,5,0.904
Tap cell,136,8.19
Multi-Input combinational cell,84,29.1
power breakdown:
part,total [mW],switching [mW],leakage (nW),internal [mW]
sequential,0.591,0,0.468,0.591
clock,0.608,0.199,0.0714,0.409
combinational,0.0124,0.0109,0.291,0.00151
per-layer routing:
layer | vias to the layer above | share of wire [%]
met2 | 21 | 47
li1 | 486 | -
met4 | 0 | 2.1
met3 | 6 | 7.7
met5 | - | 0
met1 | 506 | 43
path summary, 6_finish.rpt:
path | from | slack (ns) | to | cells after the start
max in group asynchronous | resetn | 1.78 | Accm[17] | 2
setup / recovery | Accm[3] | 0.98 | Accm[19] | 6
min in group clk0 | Accm[3] | 0.47 | Accm[3] | 1
setup reg to reg | Accm[3] | 0.98 | Accm[19] | 6
hold reg to reg | Accm[3] | 0.47 | Accm[3] | 1
hold / removal | resetn | 0.24 | Tri_reg[6] | 1
No activity file was given, so power comes from the tool's default toggle rates.
